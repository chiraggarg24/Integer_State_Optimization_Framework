[flow/run.sh]
#!/bin/bash
# OpenROAD 26Q1-2900-gdf79404cd8, Yosys 0.63+post, stock flow scripts
make -C /OpenROAD-flow-scripts/flow DESIGN_CONFIG=/design/flow/config.mk WORK_HOME=/design/flow/orfs finish
[flow/config.mk]
export PLATFORM = sky130hd
export DESIGN_NAME = lfsr_lookahead
export DESIGN_NICKNAME = lfsr_lookahead
export VERILOG_FILES = /design/flow/design.v
export SDC_FILE = /design/flow/constraint.sdc
export NUM_CORES = 4
export LEC_CHECK = 1
export CORE_AREA = 10 10 79 79
export DIE_AREA = 0 0 89 89
[flow/constraint.sdc]
current_design lfsr_lookahead

set clk_period 1.0
set clk_io_pct 0.2

create_clock -name clk0 -period $clk_period [get_ports {clk}]

set non_clock_inputs [all_inputs -no_clocks]
set_input_delay [expr $clk_period * $clk_io_pct] -clock clk0 $non_clock_inputs
set_output_delay [expr $clk_period * $clk_io_pct] -clock clk0 [all_outputs]
[flow/design.v]
`timescale 1ns / 10ps
module lfsr_lookahead # (
	parameter LENGTH = 16,
	parameter N = 1,
	parameter [LENGTH-1:0] TAPS = 16'b1011010000000000,
	parameter [LENGTH-1:0] SEED = 16'hcafe
) (
	input clk, rst,
	output[N-1:0] out
);
	reg[LENGTH-1:0] s_reg;
	initial s_reg = SEED;
	reg[N-1:0] next;
	wire [LENGTH + N-1:0] long_taps = {TAPS, {N{1'b0}}}; 
	integer j;
	always @(*) begin
        for(j = 0; j < N; j = j+1) begin
            next[N-j-1] = ~^({s_reg, next} & (long_taps>>j));
        end	   
	end
	reg rst1, rst2, rst3;
	always @(posedge clk) begin
	   rst1 <=rst;
	   rst2 <=rst1;
	   rst3 <=rst2;
	end
	always @(posedge clk) begin
		if (rst1)
			s_reg <= SEED;
		else begin
			s_reg[N +: LENGTH - N] <= s_reg[0 +: LENGTH-N];
			s_reg[0 +: N] <= next;
		end
	end
	assign out = s_reg[LENGTH-1 -: N];
endmodule
==> flow_metrics.tcl <==
# collected from the flow reports
set metrics [dict create \
    grt_antenna_before_repair 0 \
    worst_pin_slew_ns 0.455 \
    dpl_cell_area_um2 559 \
    cp_data_arrival_time_ns 0.73 \
    cp-end-kind "primary output" \
    crit_cells 1 \
    top_area_share_pct 72.5 \
    power.internal_mw 1.04 \
    drtIter0Drc 12 \
    io_pins 3 \
    post-place-ws_ns 0.0230 \
    cts_buffer_depth 2 \
    regToRegStartpoint "s_reg[15]$_SDFF_PP1_" \
    numCtsBuffers 3 \
    cts_setup_buffers 0 \
    grt.overflow.total 0 \
    syn2layout_area_growth_pct 30.7 \
    gp_congestion 0.615 \
    tool_warnings 25 \
    aoi_share_pct 0 \
    setup_slack_ns 0.0686 \
    syn_inst 37 \
    tns_ns 0 \
    adder_share_pct 0 \
    reg2reg_to "s_reg[0]$_SDFF_PP0_" \
    ys_seq_share_pct 72.5 \
    grt_pass1_vias 272 \
    core-area_mm2 0.00466 \
    worstPathMaxFanout 2 \
    dieArea_mm2 0.00792 \
    min_path_cells 1 \
    ir_drop_mv 0.704 \
    post-route-util_pct 13.2 \
    mux_area_share_pct 0 \
    total_power_mw 1.29 \
    min_period_ns 0.931 \
    grt_usage_pct 1.95 \
    hold_buffers 0 \
    design_area_um2 613 \
    top_logic_kind "simple AND/OR/NAND/NOR gates" \
    syn_area_per_cell_um2 12.7 \
    p_sw_mw 0.249 \
    synthSimpleGateAreaFrac_pct 20.8 \
    fin_cells 97 \
    fp-row-count 25 \
    maxCapViolations 0 \
    vias 239 \
    antenna_cells 0 \
    crit_chain "clkdlybuf4s15_1" \
    hold_violations 0 \
    worstSetupPathType "flip-flop to primary output" \
    setup-violations-final 0 \
    initial_core_util_pct 10.1 \
    p_per_area_mw_per_mm2 2100 \
    die-width_um 89 \
    h-tree-depth 1 \
    root_buffer "clkbuf_8" \
    swShare_pct 19.3 \
    clkLatencyLatePin_ns 0.25 \
    hpwl_um 434 \
    slew_headroom_pct 69.6 \
    fin_skew_ns 0.00512 \
    cts.clk_slew.worst_paths_ns 0.06 \
    ff2ff_setup_slack_ns 0.08 \
    p_comb_share_pct 4.5 \
    status "completed" \
    clockPowerShare_pct 38.1 \
    final_max_slew_viol_count 0 \
    port_buffers 2 \
    slowest_delay_ns 0.32 \
    rr_worst_depth 4 \
    hold_class "flip-flop to flip-flop" \
    ys_seq_elements 17 \
    fp.dieH_um 89 \
    pwr-share-seq_pct 57.4 \
    ys_warn_count 1 \
    wl_um 674 \
    drc_errors 0 \
    cp-startpoint "s_reg[15]$_SDFF_PP1_" \
    largest_reg_flops 16 \
    netlist_area_um2 469 \
    cp.required_ns 0.80 \
    ys_sh_xor_pct 5.60 \
    tritoncts "done" \
    wl_per_cell_um 6.95 \
    critPathBufInv 1 \
    grt_max_degree 17 \
    start_kind "flip-flop" \
    avgViaCountPerCell 2.46 \
    drt-pass1-iter-count 3 \
    ys_chip_area_um2 469 \
    max_freq_mhz 1070 \
    ys_cells 37 \
    grt_setup_unrepaired "false" \
    period_used_pct 93.1 \
    numClockSinks 17 \
    cp_top_family "flip-flops" \
    timing.critical_path.to "out[0]" \
    grt_pass1_wl_um 1170 \
    drtAntennaViolNets 0 \
    placed_cells 93 \
    synthDistinctLibCells 8 \
    drive_gt1_share_pct 18.6 \
    total_leakage_power_nw 0.223 \
    cpMaxStageDelayCell "dfxtp_2" \
    whs_ns 0.406 \
    topCellsByArea "dfxtp_1 73%, or2_1 12%, nor2b_1 5.3%" \
    yosysTopAreaCell "dfxtp_1" \
]
timing repair:
action | 4_1_cts | 5_1_grt
resized | 2 | 2
setup endpoints to repair | 1 | 2
pin swaps | 0 | 2
power groups by stage:
stage / logic (mW) / clock network [mW] / registers (mW)
4_1_cts: 0.0546 / 0.499 / 0.739
5_1_grt: 0.0665 / 0.525 / 0.744
6_report: 0.0583 / 0.491 / 0.739
cell usage after synthesis, drive strengths merged:
cell type  number
nor2b           4
dfxtp          17
buf             1
xnor2           2
nor2            1
xor2            1
or2            11
worst min-delay path by stage:
stage | slack, ns | to | from
after CTS | 0.40 | rst1$_DFF_P_ | rst
after global routing | 0.43 | rst1$_DFF_P_ | rst
final | 0.41 | s_reg[7]$_SDFF_PP1_ | s_reg[6]$_SDFF_PP1_
placed cells by master (no fill, tap or decap):
cell type / Yosys / routed
or2_2: 2 / 2
clkbuf_8: 0 / 3
nor2b_1: 4 / 4
clkdlybuf4s15_1: 0 / 1
clkdlybuf4s50_1: 0 / 1
xnor2_1: 2 / 1
dfxtp_2: 0 / 1
buf_4: 0 / 1
dfxtp_1: 17 / 16
xnor2_2: 0 / 1
clkbuf_1: 0 / 1
xor2_1: 1 / 1
or2_1: 9 / 9
nor2_1: 1 / 1
cell families after synthesis:
logic type	count (synthesis)
flops	17
buf+inv	1
xor+xnor	3
simple gates	16
routing by layer:
metal / part of all wire, % / global-route usage (%) / vias up
li1: - / - / 121
met1: 53 / 2.29 / 113
met2: 36 / 2.59 / 5
met3: 10 / 1.84 / 0
met4: 0 / 0.289 / 0
met5: 0 / 0 / -
area by class of cell:
class,count,area (um2)
fillers,508,4050
flip-flops and latches,17,342
multi-input cells,19,131
well taps,54,67.6
clock buffers,4,45.0
repair buffers,3,27.5
Power is estimated from default activity; no workload was simulated.
